File: flow/run.sh
#!/bin/bash
# OpenROAD 26Q1-2900-gdf79404cd8, Yosys 0.63+post, stock flow scripts
make -C /OpenROAD-flow-scripts/flow DESIGN_CONFIG=/design/flow/config.mk WORK_HOME=/design/flow/orfs finish
File: flow/config.mk
export PLATFORM = sky130hd
export DESIGN_NAME = apb_biu
export DESIGN_NICKNAME = apb_biu
export VERILOG_FILES = /design/flow/design.v
export SDC_FILE = /design/flow/constraint.sdc
export NUM_CORES = 4
export LEC_CHECK = 1
export CORE_UTILIZATION = 30
File: flow/constraint.sdc
current_design apb_biu

set clk_period 5.0
set clk_io_pct 0.2

create_clock -name clk0 -period $clk_period [get_ports {pclk}]

set non_clock_inputs [all_inputs -no_clocks]
set_input_delay [expr $clk_period * $clk_io_pct] -clock clk0 $non_clock_inputs
set_output_delay [expr $clk_period * $clk_io_pct] -clock clk0 [all_outputs]
File: flow/design.v
module apb_biu
(
	input                            		pclk,       
	input                            		presetn,    
	input                            		psel,       
	input [10 - 1:0] 			paddr,      
	input                            		pwrite,     
	input                            		penable,    
	input [32 - 1:0] 			pwdata,     
	output reg [32 - 1:0] 		prdata,     
	output                          		wr_en,      
	output                           		wr_enx,     
	output                           		rd_en,      
	output reg [3:0] 						byte_en,    
	output [10 - 3:0]	 		reg_addr,   
	output reg [32 - 1:0] 	ipwdata,    
	input [32 - 1:0] 		iprdata     
);
   assign wr_en  = psel &  penable &  pwrite;
   assign rd_en  = psel & !penable & !pwrite;
   assign wr_enx = psel & !penable &  pwrite;
   assign reg_addr = paddr[10-1:2];
   always @(pwdata) begin : IPWDATA_PROC
      ipwdata = { 32{1'b0} };
      ipwdata[32-1:0] = pwdata[32-1:0];
   end
   always @(paddr) begin : BYTE_EN_PROC
      if(32 == 8) begin
         case(paddr[1:0])
           2'b00   : byte_en = 4'b0001;
           2'b01   : byte_en = 4'b0010;
           2'b10   : byte_en = 4'b0100;
           default : byte_en = 4'b1000;
         endcase
      end else begin
         if(32 == 16) begin
            case(paddr[1])
              1'b0    : byte_en = 4'b0011;
              default : byte_en = 4'b1100;
            endcase
         end else begin
            byte_en = 4'b1111;
         end
      end
   end
   always @(posedge pclk or negedge presetn) begin : PRDATA_PROC
      if(presetn == 1'b0) begin
         prdata <= { 32{1'b0} };
      end else begin
         if(rd_en) begin
            if(32 == 8) begin
               case(byte_en)
                 4'b0001 : prdata <= iprdata[7:0];
                 4'b0010 : prdata <= iprdata[15:8];
                 4'b0100 : prdata <= iprdata[23:16];
                 default : prdata <= iprdata[31:24];
               endcase
            end else begin
               if(32 == 16) begin
                  case(byte_en)
                    4'b0011 : prdata <= iprdata[15:0];
                    default : prdata <= iprdata[31:16];
                  endcase
               end else begin
                  prdata <= iprdata;
               end
            end
         end
      end
   end
endmodule  
==> impl_metrics.csv <==
group,metric,value,unit
status,run_status,"finished, final reports clean",
drt,drt_iter0_drc,5,
drt,drt-vias-per-instance,4.06,
placement,portBuffers,71,
clocking,root_buffer,"sky130_fd_sc_hd__clkbuf_8",
global_route,grt_start_max_net_pins,34,
synth,synthesis.instances,116,
setup_path,start_kind,"input pin",
layout,area_growth_syn_to_layout,35.2,%
layout,mostFrequentLayoutCells,"71 x sky130_fd_sc_hd__clkdlybuf4s50_1, 32 x sky130_fd_sc_hd__dfrtp_1, 31 x sky130_fd_sc_hd__mux2_2",
die,die.size.x,74.1,µm
global_route,grt_usage,0.0995,
die,rows,25,
clocking,cts-buffers-inserted,5,
clocking,ctsResizeCount,0,
synth,top_area_cell,"sky130_fd_sc_hd__dfrtp_1",
synth,total_cell_area_reported_by_yosys_after_synthesis,1560,µm²
timing,setup-tns-final,0,ns
setup_path,timing.critical_path.to_type,"primary output",
timing,post-route-min-period,3.62,ns
min_path,worst_hold_path_type,"reg2reg",
setup_path,critical_path_class,"in2out",
power_and_ir_drop,power_density,332,nW/µm²
layout,fin_util,0.433,
drt,wl_per_cell,12.1,µm
layout,filler_cell_count,463,
setup_path,reg2reg_slack,4.24,ns
setup_path,arrival,2.62,ns
global_route,grt_pass1_wl,4150,µm
clocking,cts_hold_repair.buffers,0,
timing,hold_violation_count_in_the_final_report,0,
drt,post_detailed_routing_wire_length,2670,µm
setup_path,worstPathMaxFanout,33,
layout,max_ffs_per_register,32,
clocking,clk_path_buf_depth,2,
power_and_ir_drop,power.ir.vdd_worst,0.143,mV
synth,cells_in_synth_stat_txt,116,
global_route,antenna_found_initial,0,
timing,worst_clock_skew,0,ns
layout,final_layout_top_logic_cell,"sky130_fd_sc_hd__clkdlybuf4s50_1",
synth,synth_top_area_share,0.513,
setup_path,critical_path.endpoint,"rd_en",
drt,drtPass1Iterations,4,
synth,number_of_distinct_library_cells_after_synthesis,10,
setup_path,cp.depth,4,
timing,final_worst_path_period_share,0.724,
layout,largestRegisters,"prdata (32)",
timing,timing.fmax,276,MHz
layout,largest_register,"prdata",
die,core_util_floorplan,0.320,
die,chipHeight,74.1,µm
placement,dp.final_hpwl,1940,µm
drt,detailed_route_via_count,894,
timing,rsz0062_at_grt,"no",
setup_path,critical_path_buf_inv_count,3,
power_and_ir_drop,cellLeakagePower,0.864,nW
synth,topCellsByArea,"sky130_fd_sc_hd__dfrtp_1 51%, sky130_fd_sc_hd__mux2_2 22%, sky130_fd_sc_hd__buf_4 21%",
clocking,cts_post_setup_buffers_inserted,0,
clocking,tritoncts_clock_tree,"built",
synth,synthesis.area,1560,µm²
drt,drc,0,
synth,synth_flop_count,32,
drt,insertedDiodeCount,0,
global_route,global_route.overflow_total,0,
setup_path,crit_start,"psel",
synth,yosysWarnings,1,
placement,gp_congestion,0.636,
setup_path,critical_path.cell_chain,"clkdlybuf4s50_1 -> nor3b_4 -> buf_4 -> clkdlybuf4s50_1",
die,top_level_ports,158,
setup_path,crit_path_frequent_cell,"sky130_fd_sc_hd__clkdlybuf4s50_1",
layout,proportion_of_layout_cells_with_a_drive_suffix_above_1,0.275,
synth,yosysSeqAreaShare,0.513,
run,max_cap_viol_count,0,
global_route,vias_in_the_first_global_route,874,
setup_path,path_delay_family,"buffers and inverters",
setup_path,cell_with_the_largest_stage_delay_on_the_worst_path,"sky130_fd_sc_hd__clkdlybuf4s50_1",
setup_path,cp_slowest_stage_delay,0.55,ns
setup_path,cp_data_required_time,4.00,ns
die,chipArea,5500,µm²
clocking,htreeDepth,2,
clocking,clkLatencyLatePin,0.27,ns
drt,drt.antenna.violating_nets,0,
timing,final_worst_hold_slack,0.483,ns
die,core_area,4880,µm²
setup_path,reg_to_reg_start,"prdata[28]",
timing,final_max_slew_viol_count,0,
setup_path,r2r_end,"prdata[28]",
clocking,clock_sinks,32,
run,log.warning_count,27,
clocking,clk_pin_slew_worst_paths,0.06,ns
setup_path,rr_worst_depth,1,
timing,final-setup-viol-count,0,
synth,post_synth.cell_area_avg,13.5,µm²
==> how the worst min path moves through the flow <==
| stage | slack (ns) | depth (start not counted) | endpoint | from |
|---|---|---|---|---|
| 4_1_cts | 0.49 | 1 | prdata[28] | prdata[28] |
| 5_1_grt | 0.52 | 1 | prdata[29] | prdata[29] |
| 6_report | 0.48 | 1 | prdata[28] | prdata[28] |
==> per-layer routing <==
layer	part of all wire	wire length, µm	track usage
met1	0.39	1050	0.123
met2	0.46	1230	0.149
met3	0.12	314	0.0495
met4	0.029	78	0.0427
met5	0	0	0
==> Yosys cell counts <==
cell type,count
sky130_fd_sc_hd__nor3b_4,1
sky130_fd_sc_hd__dfrtp_1,32
sky130_fd_sc_hd__mux2_1,1
sky130_fd_sc_hd__and3_1,1
sky130_fd_sc_hd__nand2_1,1
sky130_fd_sc_hd__conb_1,1
sky130_fd_sc_hd__mux2_2,31
sky130_fd_sc_hd__nor2_1,1
sky130_fd_sc_hd__buf_4,44
sky130_fd_sc_hd__buf_6,3
==> metrics by stage <==
stage | setup WS (ns) | std cells | power [W] | cell area [µm²]
6_report | 1.38 | 220 | 0.000701 | 2110
5_1_grt | 1.27 | 220 | 0.000752 | 2110
4_1_cts | 1.36 | 220 | 0.000714 | 2110
3_5_place_dp | 1.37 | 212 | 0.000510 | 2020
3_3_place_gp | 1.39 | 212 | 0.000508 | 2020
2_1_floorplan | 2.50 | 119 | 0.000391 | 1570
==> layout make-up <==
class / instances / area (µm²) / share of cell area
multi-input combinational: 40 / 408 / 0.193
clock inverter: 2 / 10.0 / 0.00474
timing repair buffer: 73 / 726 / 0.344
tap: 67 / 83.8 / 0.0397
clock buffer: 6 / 82.6 / 0.0391
sequential: 32 / 801 / 0.379
==> report_power, final <==
group / leakage, nW / switching (W) / internal (W)
registers: 0.379 / 0.0000229 / 0.000308
logic: 0.435 / 0.0000292 / 0.000142
clock network: 0.0510 / 0.0000889 / 0.000110
==> cells by family (layout without fill, tap and decap cells) <==
| group | count (synthesis) | count (layout) | share of synthesized area |
|---|---|---|---|
| muxes | 32 | 32 | 0.231 |
| DFF | 32 | 32 | 0.513 |
| other | 1 | 4 | 0.00240 |
| and+or+nand+nor | 4 | 4 | 0.0208 |
| buffers and inverters | 47 | 81 | 0.233 |
Power is estimated from default activity; no workload was simulated.
